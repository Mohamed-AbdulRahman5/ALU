File: /design/flow/config.mk
export PLATFORM = sky130hd
export DESIGN_NAME = clk_div
export DESIGN_NICKNAME = clk_div
export VERILOG_FILES = /design/flow/design.v
export SDC_FILE = /design/flow/constraint.sdc
export NUM_CORES = 4
export LEC_CHECK = 1
export CORE_AREA = 10 10 88 88
export DIE_AREA = 0 0 98 98
File: /design/flow/constraint.sdc
current_design clk_div

set clk_period 6.9
set clk_io_pct 0.2

create_clock -name clk0 -period $clk_period [get_ports {clk}]

set non_clock_inputs [all_inputs -no_clocks]
set_input_delay [expr $clk_period * $clk_io_pct] -clock clk0 $non_clock_inputs
set_output_delay [expr $clk_period * $clk_io_pct] -clock clk0 [all_outputs]
File: /design/flow/design.v
module clk_div (clk ,slow_clk,rst );
  input rst ;
  input clk;
   output  reg slow_clk   ;
   reg [18:0]count ; 
   always @(posedge clk)
   begin 
     if(rst)
     count = 0 ; 
  else
    count <= count +1 ;
     if(count== 500000)
    begin
       slow_clk = ~slow_clk ;  
       count =0 ;
  end   
 end 
 endmodule
File: /design/flow/run.sh
#!/bin/bash
# OpenROAD 26Q1-2900-gdf79404cd8, Yosys 0.63+post, stock flow scripts
make -C /OpenROAD-flow-scripts/flow DESIGN_CONFIG=/design/flow/config.mk WORK_HOME=/design/flow/orfs finish
==> results.sh <==
# implementation run metrics
export IMPL_async_flop_share=0
export IMPL_peakVddDrop_uv=185.3
export IMPL_drc=0
export IMPL_mux_area_frac=0
export IMPL_finalCritPeriodShare=0.4949
export IMPL_placed_area_sq_um=1207
export IMPL_run_status="finished, final reports clean"
export IMPL_adder_share=0.01100
export IMPL_finalMaxSlewViolations=0
export IMPL_ff_latch_area_sq_um=410.4
export IMPL_grt_pass1_vias=836
export IMPL_drt_initial_drc_count=58
export IMPL_syn_area_sq_um=1137
export IMPL_drt_pass1_iter_count=4
export IMPL_finalSetupViolCount=0
export IMPL_end_kind="flip-flop"
export IMPL_worstSetupPathType="primary input to flip-flop"
export IMPL_period_needed_ns=3.415
export IMPL_yosysWarnings=1
export IMPL_yosysUniqueCellTypes=40
export IMPL_yosys_area_sq_um=1137
export IMPL_postCtsHoldBufs=0
export IMPL_tightest_slew_ns=0.5521
export IMPL_die_h_um=98
export IMPL_required_ns=6.82
export IMPL_post_cts_setup_buffers=0
export IMPL_holdWs_ns=0.4977
export IMPL_crit_arrival_ns=3.33
export IMPL_numCtsBuffers=3
export IMPL_fp_util=0.1921
export IMPL_ys_seq_frac=0.3608
export IMPL_ys_top_logic_family="simple AND/OR/NAND/NOR gates"
export IMPL_portBuffers=2
export IMPL_worst_slack_ns=3.485
export IMPL_totalWireLength_um=2225
export IMPL_totalPowerFinal_uw=215.5
export IMPL_hold_class="flip-flop to flip-flop"
export IMPL_stdcell_area_sq_um=1262
export IMPL_die_w_um=98
export IMPL_cts_sinks=20
export IMPL_vias_per_cell=4.461
export IMPL_final_util=0.2132
export IMPL_p_leak_nw=0.3999
export IMPL_ioPinCount=3
export IMPL_cts_buffer_depth=2
export IMPL_nFillCells=640
export IMPL_ff_type="dfxtp_1"
export IMPL_grt_met3_usage=0.01138
export IMPL_worstPathMaxFanout=21
export IMPL_finalHoldViolations=0
export IMPL_aoi_share=0.1386
export IMPL_clock_latency_ns=0.26
export IMPL_grt_busiest_layer="met2"
export IMPL_wl_per_cell_um=10.91
export IMPL_pre_cts_ws_ns=3.215
export IMPL_use_met2=0.06954
export IMPL_dpl_cell_count=200
export IMPL_path_clk_slew_ns=0.07
export IMPL_avgSynthCellArea_sq_um=8.885
export IMPL_grt_setup_unrepaired="false"
export IMPL_grt_overflow=0
export IMPL_core_region_area_sq_um=5921
export IMPL_max_clock_freq_mhz=292.9
export IMPL_area_growth_pct=11.00
export IMPL_max_slew_margin=0.6286
export IMPL_tritoncts="built"
export IMPL_simple_gate_share=0.3366
export IMPL_drive_gt1_frac=0.09302
export IMPL_place_congestion=0.8451
export IMPL_grt_max_degree=22
export IMPL_final_setup_tns_ns=0
export IMPL_xor_share=0.08471
export IMPL_ys_seq_elements=20
export IMPL_chipArea_sq_um=9604
export IMPL_maxCapViolCount=0
export IMPL_antenna_found_initial=0
export IMPL_ys_cells=128
export IMPL_root_buffer="clkbuf_8"
export IMPL_skew_ns=0.005246
export IMPL_cts_resized=0
export IMPL_synthCells=128
export IMPL_diodes=0
export IMPL_synth_edff_count=1
export IMPL_tool_warnings=25
export IMPL_combGateArea_sq_um=649.4
export IMPL_ant_nets=0
export IMPL_instances_no_fill=204
export IMPL_grt_use_total=0.04505
export IMPL_power_density_nw_per_um2=170.7
export IMPL_vias=910
export IMPL_met1_usage=0.06511
export IMPL_h_tree_depth=1
export IMPL_rows=28
export IMPL_hpwl_um=1557
export IMPL_worstSetupStartpointType="primary input"
export IMPL_grt_pass1_wl_um=3843
[cell usage in the layout, fill, tap and decap left out, drive strengths merged, types with 2 or more instances in the layout]
cell type | Yosys | final
a2111o | 2 | 2
a21oi | 6 | 6
a31oi | 2 | 2
and3 | 5 | 5
and4 | 2 | 2
clkbuf | 3 | 4
clkdlybuf4s50 | 0 | 2
dfxtp | 19 | 19
inv | 7 | 7
nand2 | 4 | 4
nand3 | 5 | 5
nand4 | 8 | 8
nor2 | 15 | 15
nor3 | 7 | 7
nor4 | 7 | 7
o21ai | 6 | 6
o31ai | 3 | 3
or4 | 2 | 2
xnor2 | 7 | 7
xor2 | 4 | 4
[registers in the layout, indices dropped and copies added, names as in the netlist]
| name | count |
|---|---|
| count | 19 |
| slow_clk | 1 |
[worst max-delay path, cell delays in order]
cell and delay, ns:
clkdlybuf4s50_1 0.45, buf_4 0.24, inv_1 0.09, a31oi_1 0.15
o31ai_1 0.10, a2111o_1 0.47, nor4_4 0.45
[routing by layer]
| layer | vias up | routed length (um) |
|---|---|---|
| met4 | 0 | 0 |
| met2 | 13 | 969 |
| met5 | - | 0 |
| li1 | 478 | - |
| met1 | 419 | 1188 |
| met3 | 0 | 67 |
[cell families after synthesis]
group / Yosys count
buffers and inverters: 13
AOI/OAI and AO/OA: 24
xor gates and xnor gates: 11
adders and majority gates: 1
DFF: 20
and+or+nand+nor: 59
[cell usage after synthesis (all sizes together), types with 2 or more instances]
cell / number / area [sq um]
dfxtp: 19 / 380.4
nor2: 15 / 56.30
nand4: 8 / 71.32
inv: 7 / 26.28
nor3: 7 / 35.03
nor4: 7 / 73.82
xnor2: 7 / 61.31
a21oi: 6 / 30.03
o21ai: 6 / 30.03
and3: 5 / 32.53
nand3: 5 / 37.54
nand2: 4 / 15.01
xor2: 4 / 35.03
buf: 3 / 26.27
clkbuf: 3 / 25.02
o31ai: 3 / 22.52
a2111o: 2 / 22.52
a31oi: 2 / 12.51
and4: 2 / 18.77
or4: 2 / 15.01
[area by class of cell]
cell class | instances | share of cell area
clock buffers | 4 | 0.04361
repair buffers | 3 | 0.02180
multi-input cells | 95 | 0.5144
inverters | 7 | 0.02081
well taps | 75 | 0.07433
flip-flops and latches | 20 | 0.3251
[path summary, 6_finish.rpt]
check | cells after the start | to | from | slack [ns]
setup / recovery | 7 | slow_clk$_DFFE_PN_ | rst | 3.49
hold / removal | 1 | count[0]$_SDFF_PN0_ | count[0]$_SDFF_PN0_ | 0.50
setup reg to reg | 6 | slow_clk$_DFFE_PN_ | count[0]$_SDFF_PN0_ | 4.31
hold reg to reg | 1 | count[0]$_SDFF_PN0_ | count[0]$_SDFF_PN0_ | 0.50
[power breakdown]
part	switching [mW]	internal, mW	leakage [nW]
sequential	0.00232	0.118	0.165
clock	0.0371	0.0507	0.0288
combinational	0.00475	0.00300	0.206
total	0.0441	0.171	0.400
Power and IR drop assume default switching activity.
