[/design/flow/config.mk]
export PLATFORM = sky130hd
export DESIGN_NAME = alu
export DESIGN_NICKNAME = alu
export VERILOG_FILES = /design/flow/design.v
export SDC_FILE = /design/flow/constraint.sdc
export NUM_CORES = 4
export LEC_CHECK = 1
export CORE_AREA = 10 10 113 113
export DIE_AREA = 0 0 123 123
[/design/flow/constraint.sdc]
current_design alu

set clk_period 3.2
set clk_io_pct 0.2

create_clock -name clk0 -period $clk_period [get_ports {clk}]

set non_clock_inputs [all_inputs -no_clocks]
set_input_delay [expr $clk_period * $clk_io_pct] -clock clk0 $non_clock_inputs
set_output_delay [expr $clk_period * $clk_io_pct] -clock clk0 [all_outputs]
[/design/flow/design.v]
module alu(   sw,pb1,pb2,pb3 , result,rst ,clk ,m_3   ); 
  input pb1,pb2,pb3;
input clk ;
input   rst ;
  reg [7:0] a;
  reg [7:0]  b;
  input [7:0] sw ;
  reg [2:0]  alu_control;
   output reg [3:0] m_3 ; 
  output   reg  [7:0]  result;
 always @(posedge clk , posedge rst  )
begin 
  if (rst==1 )
  begin
   a = 8'b0;
   b=8'b0 ;
   result =8'b0 ;  
end 
else if(rst==0)
begin
    if (pb1== 1)
     begin
       m_3 = 4'b1010; 
      a = sw[7:0] ;
     result = sw ;
   end
 else if (pb2==1)
   begin 
      m_3 = 4'b1011; 
    b= sw[7:0] ;
   result =sw; 
 end
 else if (pb3 ==1 )
   begin
     alu_control = sw[2:0]; 
    m_3 = 4'b1100;  
      case(alu_control)  
      3'b001: result = a + b;  
      3'b010: result = a - b;  
      3'b100: result = a & b;  
      3'b101: result = a | b;
      3'b110: result = a ^ b;
      3'b011: result = ~a;
      default:result = 0;   
      endcase
end  
end
 end  
 endmodule 
[/design/flow/run.sh]
#!/bin/bash
# OpenROAD 26Q1-2900-gdf79404cd8, Yosys 0.63+post, stock flow scripts
make -C /OpenROAD-flow-scripts/flow DESIGN_CONFIG=/design/flow/config.mk WORK_HOME=/design/flow/orfs finish
==> run summary <==
Max cap viols: 0
Rows: 37
Slew HR: 58.89%
Worst-Margin Slew: 616.7 ps
Hold_buf cts: 0
Placed instance area: 2580 sq um
Register share after synthesis: 32.26%
Setup bufs post-CTS: 0
Worst-path clk slew: 100 ps
P_leak: 1.101 nW
Most used flip-flop cell: dfrtp_1
Most Used Layer, Global Route: met2
Dpl ws: -3.975 ps
Number of flops mapped to enable cells by yosys: 3
DRC: 0
CTS max path bufs: 2
Clock tree sinks: 27
Port Buf Inserts: 23
Crit path top cell by count: o21a_1
Yosys cell count: 239
Worst VDD drop: 190.0 uV
Chip Height: 123 microns
Mapped Area: 2141 sq um
Area growth, synth to finish: 22.68%
Post-Syn Instances: 239
Dpl cells: 400
CP Class: in2reg
Diodes inserted: 0
Slowest CP cell: clkdlybuf4s50_1
First-pass DRT Iterations: 4
CP Data Required Time: 3350 ps
Worst-path fanout max: 3
Global-route wire length before repair: 8983 microns
Worst-path cell chain: clkdlybuf4s50_1 > nor3b_4 > mux2_2 > fa_1 > nor2b_1 > o21a_1 > o21a_1 > o41ai_1 > o311ai_1 > o211ai_1
Dpl hpwl: 4178 microns
Finished Cell Area: 2626 sq um
CTS tree: done
Share of cells above drive strength 1: 11.94%
Detail Route Antenna Nets: 0
H-Tree Depth: 1
Core box area: 10320 sq um
Fin cells: 404
Largest net degree at the start of global routing: 21
Clock Skews: 3.464 ps
RSZ-0062 raised after global routing: no
Gpl congestion: 0.8800
Clock latency on the worst-skew pair: 280 ps
Area leader share: 28.05%
DRC violation total after the first TritonRoute iteration: 62
Die area: 15130 sq um
Yosys reg bits: 27
Syn_area_per_cell: 8.957 sq um
GRT overflow: 0
Setup TNS: 0 ps
Hold crit path type: reg2reg
Max Clk Rate: 0.3425 GHz
Final min period: 2920 ps
Final worst slack: 280.4 ps
Total GRT Usage: 7.281%
Tot Pwr: 1.243 mW
Met2 GRT Util: 12.05%
Log Warnings: 34
Synth cell types: 53
PD cells: 473.2 nW/um^2
Via count: 1822
Wire per inst: 13.33 microns
Met3 usage: 1.110%
Yosys chip area: 2141 sq um
Worst Path Arrival: 3070 ps
Fin. Hold Viols: 0
Synth async-reset ratio: 88.89%
IO Count: 25
Final core occ: 25.44%
Outcome: complete, no violations
Area contributors post-synth: dfrtp_1, ha_1, o21ai_0, nand2_1, edfxtp_1
Synth area leader: dfrtp_1
FP Core Util: 20.74%
Vias in the first global route: 1789
CTS Buf Count: 3
Delay of the slowest critical-path stage: 460 ps
Met1 Track Usage GR: 10.15%
Vias per Instance: 4.510
Routed wire length: 5385 microns
CTS Root Cell: clkbuf_8
Setup crit start kind: input port
Worst hold slack: 500.3 ps
Post-layout period usage: 91.24%
CTS resizes: 0
Initial antenna violation count: 0
Fill cells: 1082
Die W: 123 microns
Setup violators final: 0
Slew Viols, Final: 0
Yosys Warn Count: 1
Crit path capture type: flop
==> cells by family (layout without fill, tap and decap cells) <==
logic type                 after synthesis  count (layout)  share of synthesized area, %
AOI/OAI and AO/OA                       67              67                         20.63
xor gates and xnor gates                 9               9                         4.033
DFF                                     27              27                         32.26
muxes                                   13              13                         6.546
and+or+nand+nor                         66              66                         15.49
other                                    1               1                        0.1752
buffers and inverters                   31              60                         5.903
adders and majority gates               25              25                         14.96
==> layer usage <==
metal / vias up / routed length [microns] / share of wire (%)
met3: 7 / 233 / 4.3
met1: 880 / 2506 / 47
li1: 899 / - / -
met5: - / 0 / 0
met4: 0 / 79 / 1.5
met2: 36 / 2565 / 48
==> synthesized netlist by cell type (4+ instances only) <==
library cell	count
a21oi_1	11
buf_2	5
dfrtp_1	24
ha_1	24
inv_1	20
mux2_2	8
mux2i_1	5
nand2_1	25
nand3_1	5
nor2_1	12
nor2b_1	5
nor3_1	6
o21a_1	6
o21ai_0	20
o21ai_1	4
o22ai_1	4
xnor2_1	7
==> cell type report <==
| class | instances | area [sq um] | share of cell area [%] |
|---|---|---|---|
| Tap cell | 136 | 170.2 | 6.479 |
| Multi-Input combinational cell | 181 | 1324 | 50.40 |
| Timing Repair Buffer | 34 | 312.8 | 11.91 |
| Sequential cell | 27 | 690.7 | 26.30 |
| Clock inverter | 1 | 5.005 | 0.1906 |
| Clock buffer | 3 | 41.29 | 1.572 |
| Inverter | 22 | 82.58 | 3.144 |
==> layout by cell type (no fill, tap or decap), types with 2 or more instances in the layout <==
cell              n
nand2_1          25
ha_1             24
dfrtp_1          24
clkdlybuf4s50_1  23
inv_1            20
o21ai_0          20
nor2_1           12
a21oi_1          11
buf_4            11
mux2_2            8
xnor2_1           7
nor3_1            6
o21a_1            6
nor2b_1           5
mux2i_1           5
nand3_1           5
o21ai_1           4
o22ai_1           4
o2111ai_1         3
nand2b_1          3
a31oi_1           3
clkbuf_8          3
edfxtp_1          3
and2_1            2
inv_2             2
o211ai_1          2
==> flip-flops by register name (all words and copies together), names as in the netlist <==
signal  flops
a           8
b           8
result      8
m_3         3
==> power breakdown <==
part	internal, mW	switching, mW	total, mW	leakage (nW)
sequential	0.397	0.0496	0.446	0.315
combinational	0.304	0.291	0.594	0.761
clock	0.0875	0.115	0.202	0.0255
total	0.788	0.455	1.24	1.10
==> final timing paths <==
| check | slack, ps | startpoint | to | depth (start not counted) |
|---|---|---|---|---|
| max in group asynchronous | 2180 | rst | a[5]$_DFFE_PP0P_ | 3 |
| min in group asynchronous | 570 | rst | a[1]$_DFFE_PP0P_ | 2 |
| worst min-delay path | 500 | result[1]$_DFFE_PP0P_ | result[1]$_DFFE_PP0P_ | 2 |
| worst max register to register | 630 | b[0]$_DFFE_PP0P_ | result[6]$_DFFE_PP0P_ | 12 |
| worst min register to register | 500 | result[1]$_DFFE_PP0P_ | result[1]$_DFFE_PP0P_ | 2 |
| worst max-delay path | 280 | sw[2] | result[6]$_DFFE_PP0P_ | 10 |
==> critical path: cells and delay by family <==
kind / cells / cell delay (ps)
AOI/OAI and AO/OA: 5 / 760
and+or+nand+nor: 2 / 400
muxes: 1 / 390
buffers and inverters: 1 / 460
adders and majority gates: 1 / 410
Power and IR drop assume default switching activity.
