[flow/config.mk]
export PLATFORM = sky130hd
export DESIGN_NAME = bcd_7segment
export DESIGN_NICKNAME = bcd_7segment
export VERILOG_FILES = /design/flow/design.v
export SDC_FILE = /design/flow/constraint.sdc
export NUM_CORES = 4
export LEC_CHECK = 1
export CORE_AREA = 10 10 70 70
export DIE_AREA = 0 0 80 80
[flow/constraint.sdc]
current_design bcd_7segment

set clk_period 1.1
set clk_io_pct 0.2

create_clock -name clk0 -period $clk_period

set non_clock_inputs [all_inputs -no_clocks]
set_input_delay [expr $clk_period * $clk_io_pct] -clock clk0 $non_clock_inputs
set_output_delay [expr $clk_period * $clk_io_pct] -clock clk0 [all_outputs]
[flow/design.v]
module bcd_7segment ( bcd , seg );
  input   [3:0] bcd ; 
  output reg [6:0] seg; 
  always @ (bcd)
  begin 
  case(bcd)
 0 : seg = 7'b0000001;
 1: seg = 7'b1001111;
 2: seg = 7'b0010010;
 3: seg = 7'b0000110;
 4: seg = 7'b1001100;
 5: seg = 7'b0100100;
 6: seg = 7'b0100000;
 7: seg = 7'b0001111;
 8: seg = 7'b0000000;
 9: seg = 7'b0000100;
 10 : seg =7'b0001000;  
 11: seg = 7'b1100000; 
 12 : seg = 7'b0110001; 
 default : seg = 7'b1111111; 
endcase
end 
endmodule  
[flow/run.sh]
#!/bin/bash
# OpenROAD 26Q1-2900-gdf79404cd8, Yosys 0.63+post, stock flow scripts
make -C /OpenROAD-flow-scripts/flow DESIGN_CONFIG=/design/flow/config.mk WORK_HOME=/design/flow/orfs finish
==> results.sh <==
# source this file to load flow results
export IMPL_p_int_w=0.0000894
export IMPL_violations="setup timing"
export IMPL_wire_per_inst_um=7.90
export IMPL_antenna_found_initial=0
export IMPL_synth_cell_types=16
export IMPL_synth_area_um2=213
export IMPL_path_class="in -> out"
export IMPL_layout_cells_non_filler=94
export IMPL_dieArea_um2=6400
export IMPL_fin_ws_ns=-0.227
export IMPL_relSlewSlack_pct=87.6
export IMPL_grt_pass1_vias=257
export IMPL_swShare_pct=42.0
export IMPL_lay_top_count="buf_4"
export IMPL_nClkBuffers=0
export IMPL_fmax_mhz=754
export IMPL_die_w_um=80
export IMPL_finalHoldViolCount=0
export IMPL_combinationalPowerShare_pct=100.0
export IMPL_leakage_nw=0.189
export IMPL_crit_arrival_ns=1.11
export IMPL_power_density_nw_per_um2=330
export IMPL_antennaDiodeCount=0
export IMPL_min_period_over_period_pct=121
export IMPL_dr_pass1_iters=4
export IMPL_rsz0062_at_grt="yes"
export IMPL_cp_start_kind="input port"
export IMPL_regArea_um2=0
export IMPL_cpPeakStageDelay_ns=0.44
export IMPL_synth_stat_cells=31
export IMPL_p_total_w=0.000154
export IMPL_ios=11
export IMPL_seqPwrFrac_pct=0
export IMPL_drt_iter0_drc=18
export IMPL_grt_use_total_pct=2.17
export IMPL_path_max_fanout=4
export IMPL_area_growth_pct=120
export IMPL_post_dp_cell_area_um2=419
export IMPL_dieHeight_um=80
export IMPL_dp_cells=92
export IMPL_ys_area_um2=213
export IMPL_design_area_um2=468
export IMPL_utilization_pct=13.7
export IMPL_min_path_cells=3
export IMPL_viasPerCell=3.05
export IMPL_ant_nets=0
export IMPL_crit_chain="buf_8 > inv_6 > ha_4 > inv_2 > mux4_2 > buf_2"
export IMPL_switchingPower_w=0.0000648
export IMPL_gp_congestion=0.797
export IMPL_required_ns=0.88
export IMPL_worst_pin_slew_ns=0.185
export IMPL_setup_viol=7
export IMPL_drv_slew=0
export IMPL_ys_seq_share_pct=0
export IMPL_seq_cells=0
export IMPL_hpwl_um=584
export IMPL_io_buffers=11
export IMPL_drive_gt1_share_pct=60.4
export IMPL_core_area_um2=3420
export IMPL_rows=21
export IMPL_initial_utilization_pct=6.23
export IMPL_synth_warning_count=1
export IMPL_grt_pass1_wl_um=1190
export IMPL_grt_overflow=0
export IMPL_warnings=38
export IMPL_drc=0
export IMPL_ir_drop_uv=51.7
export IMPL_slowest_stage="mux4_2"
export IMPL_vias=287
export IMPL_grt_max_degree=11
export IMPL_p_clk_share_pct=0
export IMPL_outcome="finished, violations left"
export IMPL_postSynthCellCount=31
export IMPL_synth_avg_cell_area_um2=6.86
export IMPL_layout_top_cells="7 x buf_4, 4 x nand2_1, 4 x buf_2"
export IMPL_cp_end_kind="output pin"
export IMPL_timing_final_crit_period_ns=1.33
export IMPL_routed_wl_um=743
export IMPL_max_cap_violations=0
export IMPL_worst_hold_path_type="in -> out"
## through the flow
| stage | worst slack [ns] | hold slack (ns) | setup TNS (ns) |
|---|---|---|---|
| after floorplan | 0.0117 | 0.474 | 0 |
| after global placement | -1.07 | 1.55 | -6.71 |
| after detailed placement | -1.08 | 1.54 | -6.67 |
| after CTS | -0.234 | 0.857 | -0.854 |
| after global routing | -0.256 | 0.847 | -1.09 |
| final | -0.227 | 0.814 | -0.766 |
## power groups by stage
stage	logic [W]	clock network, W	registers [W]
finish	0.000154	0	0
global route	0.000171	0	0
CTS	0.000150	0	0
## worst max-delay path: cells and delay by family
family,cells,cell delay [ns]
adders and majority gates,1,0.13
muxes,1,0.44
buffers and inverters,4,0.33
## area by class of cell
type               instances  area [µm²]
fillers                  388        2950
repair buffers            19         160
well taps                 46        57.6
inverters                  4        25.0
multi-input cells         25         225
## synth_stat cells, drive strengths merged
library cell / n / share of area (%)
ha: 5 / 29
o21a: 1 / 3.5
nand2: 4 / 7.1
o211ai: 1 / 3.5
a31oi: 1 / 2.9
nor3b: 1 / 3.5
o21ai: 2 / 4.7
a311oi: 1 / 4.1
a21oi: 3 / 7.1
o31ai: 2 / 7.1
mux4: 1 / 11
buf: 1 / 2.4
nor2: 3 / 5.3
clkbuf: 1 / 1.8
inv: 4 / 7.1
## path summary, 6_finish.rpt
kind	from	end	slack [ns]
max	bcd[1]	seg[6]	-0.23
min	bcd[2]	seg[1]	0.81
## what timing repair did
action,4_1_cts,5_1_grt
pin swaps,5,3
setup buffers,2,0
gates resized,54,5
endpoints found under the setup margin,7,7
hold buffers,0,0
## routing by layer
layer	up-vias	GRT usage, %	part of all wire [%]	wire, µm
li1	148	-	-	-
met1	131	3.04	52	384
met2	8	3.61	41	307
met3	0	0.341	6.9	51
met4	0	0	0	0
met5	-	0	0	0
## logic make-up (layout without fill, tap and decap cells)
logic type	count (synthesis)	after routing	share of synthesized area [%]
fa+ha+maj	5	5	29.4
simple gates	8	8	15.9
mux	1	1	10.6
buf+inv	6	23	11.2
compound gates	11	11	32.9
Power and IR drop assume default switching activity.
